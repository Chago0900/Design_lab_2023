<file path="design/flow/design.v">
module VGA_Controller (
    input logic CLK, RST,
    output logic VCLK, HSYNC, VSYNC, BLANK, 
    output logic [7:0] R, G, B
);
    localparam HD  = 640;
    localparam HFP = 16;
    localparam HSP = 96;
    localparam HBP = 48;
    localparam VD  = 480;
    localparam VFP = 10;
    localparam VSP = 2;
    localparam VBP = 33;
    logic clk25 = 0;
    int hPos = 0;
    int vPos = 0;
    logic hs = 0;
    logic vs = 0;
    logic de = 0;
    always_ff @(posedge CLK or negedge RST) begin
        if (!RST) begin
            hPos <= 0;
        end else begin
            if (hPos == (HD + HFP + HSP + HBP - 1)) begin
                hPos <= 0;
            end else begin
                hPos <= hPos + 1;
            end
        end
    end
    always_ff @(posedge CLK or negedge RST) begin
        if (!RST) begin
            vPos <= 0;
        end else begin
            if (hPos == (HD + HFP + HSP + HBP - 1)) begin
                if (vPos == (VD + VFP + VSP + VBP - 1)) begin
                    vPos <= 0;
                end else begin
                    vPos <= vPos + 1;
                end
            end
        end
    end
    always_ff @(posedge CLK or negedge RST) begin
        if (!RST) begin
            hs <= 0;
            HSYNC <= 0;
        end else begin
            if ((hPos >= (HD + HFP)) && (hPos < HD + HFP + HSP)) begin
                hs <= 0;
            end else begin
                hs <= 1;
            end
            HSYNC <= hs;
        end
    end
    always_ff @(posedge CLK or negedge RST) begin
        if (!RST) begin
            vs <= 0;
            VSYNC <= 0;
        end else begin
            if ((vPos >= (VD + VFP)) && (vPos < VD + VFP + VSP)) begin
                vs <= 0;
            end else begin
                vs <= 1;
            end
            VSYNC <= vs;
        end
    end
    always_ff @(posedge CLK or negedge RST) begin
        if (!RST) begin
            de <= 0;
            BLANK <= 0;
        end else begin
            if ((hPos < HD) && (vPos < VD)) begin
                de <= 1;
            end else begin
                de <= 0;
            end
            BLANK <= de;
        end
    end
    always_ff @(posedge CLK or negedge RST) begin
        if (!RST) begin
            R <= 8'b00000000;
            G <= 8'b00000000;
            B <= 8'b00000000;
        end else begin
            if (de) begin
                R <= 8'b11111111;
                G <= 8'b11111111;
                B <= 8'b11111111;
            end else begin
                R <= 8'b00000000;
                G <= 8'b00000000;
                B <= 8'b00000000;
            end
        end
    end
    always_ff @(posedge CLK or negedge RST) begin
        if (!RST) begin
            clk25 <= 0;
        end else begin
            clk25 <= ~clk25;
        end
    end
    assign VCLK = clk25;
endmodule
</file>
<file path="design/flow/run.sh">
#!/bin/bash
# OpenROAD 26Q1-2900-gdf79404cd8, Yosys 0.63+post, stock flow scripts
make -C /OpenROAD-flow-scripts/flow DESIGN_CONFIG=/design/flow/config.mk WORK_HOME=/design/flow/orfs finish
</file>
<file path="design/flow/config.mk">
export PLATFORM = sky130hd
export DESIGN_NAME = VGA_Controller
export DESIGN_NICKNAME = VGA_Controller
export VERILOG_FILES = /design/flow/design.v
export SDC_FILE = /design/flow/constraint.sdc
export NUM_CORES = 4
export LEC_CHECK = 1
export CORE_UTILIZATION = 30
</file>
<file path="design/flow/constraint.sdc">
current_design VGA_Controller

set clk_period 7.1
set clk_io_pct 0.2

create_clock -name clk0 -period $clk_period [get_ports {CLK}]

set non_clock_inputs [all_inputs -no_clocks]
set_input_delay [expr $clk_period * $clk_io_pct] -clock clk0 $non_clock_inputs
set_output_delay [expr $clk_period * $clk_io_pct] -clock clk0 [all_outputs]
</file>
==> impl_metrics.csv <==
group,metric,value,unit
clock_network,post_cts_buffers,0,
final_timing,period_minus_slack,3030,ps
final_timing,setup_tns,0,ps
cells_and_area,drive_gt1_frac,0.0754,
setup_path,sort_of_element_at_the_end_of_the_critical_path,"output pin",
final_timing,worst_pin_slew,901,ps
cells_and_area,biggestRegsByFlops,"hPos: 32 flops, vPos: 32 flops",
synth,xor_xnor_fraction_of_synth_area,0.139,
routing,vias,2448,
placement,place.gp.congestion,0.817,
setup_path,slowest_stage,"sky130_fd_sc_hd__dfrtp_1",
global_routing,grt_util_all_layers,0.114,
setup_path,crit_chain,"clkdlybuf4s50_1",
die,core_util_floorplan,0.308,
synth,number_of_distinct_library_cells_after_synthesis,31,
final_timing,slew_headroom,0.394,
die,core_area,11500,um^2
flow_run,max_cap_viol_count,0,
final_timing,clock_skew,6.47,ps
routing,detail_route.iter0.violations,68,
setup_path,worstPathMaxFanout,25,
placement,port_buffers,29,
power_and_ir_drop,power_density,221,nW/um^2
synth,netlist_area,3530,um^2
flow_run,stage_log_warnings,29,
routing,antennaDiodeCount,0,
cells_and_area,layout_top_cell_excl_fill_tap,"sky130_fd_sc_hd__dfrtp_1",
synth,synth-cells-yosys,337,
clock_network,cts_resized,0,
setup_path,worst-endpoint-required,5680,ps
routing,viasPerCell,4.89,
clock_network,numCtsBuffers,9,
synth,yosys_area,3530,um^2
synth,synth-warning-count,1,
clock_network,ctsLongestPathBuffers,2,
cells_and_area,mostFrequentLayoutCells,"71 x sky130_fd_sc_hd__dfrtp_1, 35 x sky130_fd_sc_hd__xnor2_1, 28 x sky130_fd_sc_hd__clkdlybuf4s50_1",
die,top_level_ports,30,
clock_network,clkSlewWorstSetupHoldPaths,50,ps
synth,simple_gate_share,0.255,
routing,drtAntennaViolNets,0,
final_timing,fmaxAchievable,330,MHz
die,core.rowCount,39,
placement,place_hpwl,4320,um
synth,muxShareOfSynthArea,0,
setup_path,worst_path_top_cell_family_by_delay,"flip-flops",
synth,post_synth.cell_area_avg,10.5,um^2
placement,numPlacedInstances,485,
clock_network,htree_levels,3,
die,die-area,12200,um^2
setup_path,timing.critical_path.buf_inv,1,
clock_network,cts_hold_buffers,0,
synth,synth_sequential_area_ratio,0.503,
power_and_ir_drop,vdd_ir_drop_max,0.170,mV
final_timing,drv_slew,0,
final_timing,min_period_over_period,0.426,
setup_path,max_stage_delay,700,ps
synth,ys_sh_aoi,0.0188,
synth,post_synth_fa_ha_maj_area_fraction,0.0177,
clock_network,clkLatencyLatePin,330,ps
setup_path,crit_path_start_kind,"flip-flop",
global_routing,vias_in_the_first_global_route,2253,
clock_network,clock-sinks,71,
final_timing,finalSetupViolations,0,
synth,syn_inst,337,
clock_network,cts_root_buffer,"sky130_fd_sc_hd__clkbuf_16",
die,die_h,111,um
synth,post_synth_main_logic_family,"simple AND/OR/NAND/NOR gates",
global_routing,antenna_violations_before_repair,0,
global_routing,grt_total_ovfl,0,
run_status,outcome,"finished clean",
routing,postRouteWirelength,6470,um
power_and_ir_drop,leakagePower,1.82,nW
global_routing,grt_first_pass_wirelength,11200,um
final_timing,rsz0062_at_grt,"false",
clock_network,cts_tree,"yes",
cells_and_area,flow.area_growth_from_synthesis,18.2,%
routing,post-route-drc-count,0,
final_timing,hold_viol,0,
setup_path,crit_type,"reg -> out",
global_routing,grt_start_max_net_pins,52,
die,die-width,111,um
placement,post-place-ws,4380,ps
hold_path,min-delay-path-class,"reg -> reg",
routing,first_pass_iters,4,
cells_and_area,layoutNonFillerInstCount,501,
synth,postSynthRegisterBits,71,
routing,routedWlPerCell,12.9,um
setup_path,worstPathArrival,1610,ps
final_timing,fin_ws,4070,ps
## power by group
part | switching [mW] | leakage (nW) | internal, mW | total, mW
sequential | 0 | 0.952 | 0.405 | 0.405
combinational | 0.00762 | 0.698 | 0.000539 | 0.00816
clock | 0.164 | 0.169 | 0.346 | 0.510
## synth_stat cells (all sizes together)
cell,instances,area [um^2]
and2,6,37.5
o31ai,1,7.51
buf,25,185
nand2,25,93.8
ha,5,62.6
and4,14,123
and3,9,56.3
nand4,19,125
clkbuf,3,11.3
or3,2,12.5
nor3,10,50.1
o22ai,1,6.26
or2,1,6.26
o21ai,3,15.0
dfrtp,71,1780
nor2,18,67.6
o22a,1,8.76
nand3,27,135
or4,1,7.51
nand2b,1,6.26
inv,11,41.3
nor4,19,150
a21oi,4,20.0
nor4b,1,8.76
o2111ai,1,8.76
xor2,21,184
xnor2,35,307
nor4bb,2,20.0
## path summary, 6_finish.rpt
check | from | to | slack, ps | cells past startpoint
worst max-delay path | B[6] | B[1] | 4070 | 1
worst min-delay path | vs | VSYNC | 340 | 0
worst max register to register | hPos[14] | vPos[8] | 4620 | 5
worst min register to register | vs | VSYNC | 340 | 0
max in group asynchronous | RST | clk25 | 5040 | 2
min in group asynchronous | RST | hPos[6] | 1040 | 1
## metrics by stage
| stage | hold slack, ps | power [mW] | cell area, um^2 | utilization |
|---|---|---|---|---|
| after CTS | 344 | 0.936 | 4180 | 0.364 |
| after global placement | 334 | 0.421 | 3830 | 0.334 |
| final | 344 | 0.923 | 4180 | 0.364 |
| after floorplan | 331 | 0.412 | 3530 | - |
| after detailed placement | 335 | 0.421 | 3830 | 0.334 |
| after global routing | 348 | 0.952 | 4180 | 0.364 |
## metal layers
layer,GRT usage,vias to the layer above,share of wire
met4,0.0187,0,0.020
met3,0.0313,10,0.049
met5,0,-,0
met2,0.159,52,0.43
met1,0.184,1182,0.50
li1,-,1204,-
## area by class of cell
class / count / area, um^2
repair buffers: 33 / 315
clock buffers: 14 / 284
fillers: 1064 / 7290
inverters: 11 / 41.3
multi-input cells: 227 / 1520
well taps: 143 / 179
clock inverters: 2 / 60.1
flip-flops and latches: 71 / 1780
## kinds of logic (layout without fill, tap and decap cells)
group,after synthesis,after routing
adders and majority gates,5,5
AOI/OAI and AO/OA,11,11
buffers and inverters,39,60
DFF,71,71
and+or+nand+nor,155,155
xor gates and xnor gates,56,56
Power and IR drop assume default switching activity.
