## flow/design.v

```verilog
module RegistroALU #(parameter N=16)
(
	clk, rst, Z_in, Y_in, mode_in, btn_change_in,
   segA_out, segB_out, segD_out, aritm_out_out
);
	input logic clk;
	input logic rst;
	input logic [N-1:0] Z_in;
	input logic [N-1:0] Y_in;
	input logic [1:0] mode_in;
	input logic [1:0] btn_change_in;
	logic [N-1:0] Z_m;
	logic [N-1:0] Y_m;
	logic [1:0] mode_m;	
	logic [1:0] btn_change_m;	
	output logic [6:0] segA_out;
	output logic [6:0] segB_out;
	output logic [6:0] segD_out;
	output logic [N-1:0] aritm_out_out;
	logic [6:0] segA_m;
	logic [6:0] segB_m;
	logic [6:0] segD_m;
	logic [6:0] aritm_out_m;
	RegistroCargaIn #(.N(N)) registroIn(clk, rst, Z_in, Y_in, mode_in, btn_change_in, Z_m, Y_m, mode_m, btn_change_m);
	paramCalculator #(.N(N)) alu_m(.Z(Z_m),
							.Y(Y_m),
							.mode(mode_m),
							.btn_change(btn_change_m),
							.segA(segA_m),
							.segB(segB_m),
							.segD(segD_m),
							.aritm_out(aritm_out_m)
							);
	RegistroCargaOut #(.N(N)) registroOut(clk, rst, segA_out, segA_m, segB_out, segB_m, segD_out, segD_m, aritm_out_out, aritm_out_m);
endmodule
module RegistroCargaIn
#(parameter N = 4)
(
	clk, rst, Z_in, Y_in, mode_in, btn_change_in, Z_m, Y_m, mode_m, btn_change_m
);
	input logic clk;
	input logic rst;
	input logic [N-1:0] Z_in;
	input logic [N-1:0] Y_in;
	input logic [1:0] mode_in;
	input logic [1:0] btn_change_in;
	output [N-1:0] Z_m;
	output [N-1:0] Y_m;
	output [1:0] mode_m;
	output [1:0] btn_change_m;
	always @ (posedge clk or posedge rst)
		if (rst) begin
			Z_m <= 0;
			Y_m <= 0;
			mode_m <= 0;
			btn_change_m <= 0;
		end
		else begin
			Z_m = Z_in;
			Y_m = Y_in;
			mode_m = mode_in;
			btn_change_m = btn_change_in;
		end
endmodule
module RegistroCargaOut
#(parameter N = 4)
(
clk, rst, segA_out, segA_m, segB_out, segB_m, segD_out, segD_m, aritm_out_out, aritm_out_m
);
	input logic clk;
	input logic rst;
	output logic [6:0] segA_out;
	output logic [6:0] segB_out;
	output logic [6:0] segD_out;
	output logic [N-1:0] aritm_out_out;
	input [6:0] segA_m;
	input [6:0] segB_m;
	input [6:0] segD_m;
	input [N-1:0] aritm_out_m;
	always @ (posedge clk or posedge rst)
		if (rst) begin
			segA_out <= 0;
			segB_out <= 0;
			segD_out <= 0;
			aritm_out_out <= 0;
		end
		else begin
			segA_out = segA_m;
			segB_out = segB_m;
			segD_out = segD_m;
			aritm_out_out = aritm_out_m;
		end
endmodule
 module bin2bcd(
    bin,
     bcd
    );
    input [7:0] bin;
    output [11:0] bcd;
    reg [11 : 0] bcd; 
     reg [3:0] i;   
     always @(bin)
        begin
            bcd = 0;  
            for (i = 0; i < 8; i = i+1)  
            begin
                bcd = {bcd[10:0],bin[7-i]};  
                if(i < 7 && bcd[3:0] > 4) 
                    bcd[3:0] = bcd[3:0] + 3;
                if(i < 7 && bcd[7:4] > 4)
                    bcd[7:4] = bcd[7:4] + 3;
                if(i < 7 && bcd[11:8] > 4)
                    bcd[11:8] = bcd[11:8] + 3;  
            end
        end     
endmodule
module paramCalculator 
	# (parameter N = 4)	 
	(
	input		logic		[N-1 : 0]    Z, Y		,	 
	input		logic		[1 : 0]    mode		,	 
	input		logic		[1 : 0]    btn_change,	 
	output   logic    [6 : 0]    segA, segB,   
										  segD,
	output   logic    [N-1 : 0]  aritm_out  
	);
	logic    [N : 0]      temp_out;		 
	logic    [7 : 0]  	 bcd;				 
	logic 		  	  		 flag_N, flag_Z, 
								 flag_C, flag_V;
	logic    [N-1 : 0]    a1, b1;
	logic    [N   : 0]    p1;
	integer i;
	bin2bcd uut (
        .bin(aritm_out), 
        .bcd(bcd)
    );
	always_comb begin
		aritm_out = 0;
		temp_out	= 0;
		flag_N = 0;
		flag_Z = 0;
		flag_C = 0;
		flag_V = 0;
		a1 = Z;
      b1 = Y;
      p1= 0;
		i = 0;
		case ({btn_change, mode})
			{2'b11, 2'b00}	:	begin		 
										temp_out = Z + Y;
										if (temp_out > 5'h0_F)
											begin
												aritm_out = 0;
												flag_C = 1;
											end
										else if (temp_out == 0)
											flag_Z = 1;
										else
											aritm_out = temp_out;
									 end
			{2'b11, 2'b01}	:	begin		 
										if (Z < Y)
											aritm_out = Z - Y;
										else if (Y == Z)
											flag_Z = 1;
										else if (Z > Y)
											begin
												aritm_out = Y - Z;
												flag_N = 1; 			 
											end
										end
			{2'b11, 2'b10}	:	begin		 
										temp_out = Z * Y;
										if (temp_out > 5'h0_F)
											begin
												aritm_out = 0;
												flag_C = 1;
											end
										else if (Z == 0  || Y == 0)
											begin
												flag_Z = 1;
												aritm_out = 0;
											end
										else
											aritm_out = temp_out;
										end
			{2'b11, 2'b11}	:	begin		 
										if (Y == 0)
											begin
												flag_V = 1;
												aritm_out = 0;
											end
										else if (Z == 0)
											begin
												flag_Z = 1;
												aritm_out = 0;
											end
										else  
											begin
											for(i=0;i < N;i=i+1)    
												begin  
													p1 = {p1[N-2:0],a1[N-1]};
													a1[N-1:1] = a1[N-2:0];
													p1 = p1-b1;
													if(p1[N-1] == 1)    
														begin
														 a1[0] = 0;
														 p1 = p1 + b1;   
														end
													else
														a1[0] = 1;
												end
											end
											aritm_out = a1;
										end	
			{2'b10, 2'b00}	:	begin		 
										if (Y == 0)
											begin
												flag_V = 1;
												aritm_out = 0;
											end
										else if (Z == 0)
											begin
												flag_Z = 1;
												aritm_out = 0;
											end
										else
											aritm_out = Z % Y;
										end	
			{2'b10, 2'b01}	:	begin		 
										temp_out = Z & Y;
										if (aritm_out == 0)
											flag_Z = 1;
										end	
			{2'b10, 2'b10}	:	begin		 
										aritm_out = Z | Y;
										if (aritm_out == 0)
											flag_Z = 1;
										end
			{2'b10, 2'b11}	:	begin		 
										aritm_out = Z ^ Y;
										if (aritm_out == 0)
											flag_Z = 1;
										end
			{2'b00, 2'b10}	:	begin		 
										aritm_out = Z << Y;
										if (aritm_out == 0)
											flag_Z = 1;
										end
			{2'b00, 2'b01}	:	begin		 
										aritm_out = Z >> Y;
										if (aritm_out == 0)
											flag_Z = 1;
										end
			default:	
				aritm_out = 0;
		endcase
		case (bcd[3:0])
			4'b0000: segA = 7'b0000001;  
			4'b0001: segA = 7'b1001111;  
			4'b0010: segA = 7'b0010010;  
			4'b0011: segA = 7'b0000110;  
			4'b0100: segA = 7'b1001100;  
			4'b0101: segA = 7'b0100100;  
			4'b0110: segA = 7'b0100000;  
			4'b0111: segA = 7'b0001111;  
			4'b1000: segA = 7'b0000000;  
			4'b1001: segA = 7'b0000100;  
			default: segA = 7'b1111111;  
		 endcase
		case (bcd[7:4])
			4'b0000: segB = 7'b0000001;  
			4'b0001: segB = 7'b1001111;  
			4'b0010: segB = 7'b0010010;  
			4'b0011: segB = 7'b0000110;  
			4'b0100: segB = 7'b1001100;  
			4'b0101: segB = 7'b0100100;  
			4'b0110: segB = 7'b0100000;  
			4'b0111: segB = 7'b0001111;  
			4'b1000: segB = 7'b0000000;  
			4'b1001: segB = 7'b0000100;  
			default: segB = 7'b1111111;  
		endcase
		case ({flag_N, flag_Z, flag_C, flag_V})
			4'b1000:	begin
							segD = 7'b1111110;	 
						end
			4'b0100:	begin
							segD = 7'b0010010;    
						end
			4'b0010:	begin
							segD = 7'b1010101;    
						end
			4'b0001:	begin
							segD = 7'b1000001;    
						end
			default: 
						begin
							segD = 7'b1111111;  
						end
		endcase
	end
endmodule
```

## flow/run.sh

```bash
#!/bin/bash
# OpenROAD 26Q1-2900-gdf79404cd8, Yosys 0.63+post, stock flow scripts
make -C /OpenROAD-flow-scripts/flow DESIGN_CONFIG=/design/flow/config.mk WORK_HOME=/design/flow/orfs finish
```

## flow/config.mk

```make
export PLATFORM = sky130hd
export DESIGN_NAME = RegistroALU
export DESIGN_NICKNAME = RegistroALU
export VERILOG_FILES = /design/flow/design.v
export SDC_FILE = /design/flow/constraint.sdc
export NUM_CORES = 4
export LEC_CHECK = 1
export CORE_UTILIZATION = 40
```

## flow/constraint.sdc

```tcl
current_design RegistroALU

set clk_period 111.7
set clk_io_pct 0.2

create_clock -name clk0 -period $clk_period [get_ports {clk}]

set non_clock_inputs [all_inputs -no_clocks]
set_input_delay [expr $clk_period * $clk_io_pct] -clock clk0 $non_clock_inputs
set_output_delay [expr $clk_period * $clk_io_pct] -clock clk0 [all_outputs]
```

==> run summary <==
Notes on the flow run.

- The number of DRC violations after detailed routing is 0, for reference.
- CTS added clock buffers totalling 9.
- The origin of the worst setup path is registroIn.Y_m[0], for reference.
- The flow reports an fmax of 0.0183 GHz.
- The overall fraction of global-route tracks in use is 25.5%, for reference.
- The worst reg2reg path startpoint is registroIn.Y_m[0], for reference.
- Detailed-route iteration 0 reported a violation count of 2318.
- For this run, the number of Yosys warnings is 16.
- The clock latency on the worst-skew pair is 410 ps, for reference.
- The die area is 0.0924 mm2, for reference.
- The placer congestion estimate is 1.00, for reference.
- The share of cells above drive strength 1 is 6.36%, for reference.
- The core box area is 0.0901 mm2, for reference.
- Per Yosys stat, the portion of area used by sequential elements is 4.32%.
- Logged for this run, the post-placement worst setup slack is 57480 ps.
- After filler insertion, the fill cell instance count of the layout stands at 8941.
- STA classifies the critical path startpoint as a register.
- The flow ran to the end, and the final reports show no timing, DRC or antenna violations.
- The number of antenna violations at the first check in global routing came to 4.
- The report lists the number of cells resized after CTS as 0.
- The synthesis stat section lists a flop and latch total of 63.
- In this run the cell area of the synthesized design comes to 0.0365 mm2.
- The reg-to-reg setup timing slack is 57030 ps, for reference.
- The tool warning count for the run is 121.
- The number of clock sinks came to 63.
- The number of flops mapped to enable cells by yosys is 0, for reference.
- In the post-route analysis, the smallest setup slack over all paths is 57030 ps.
- The count of unique library cells instantiated by Yosys is 107, for reference.
- Per the slew report, the remaining headroom to the max-slew limit stands at 44.0%.
- The average instance in the mapped netlist occupies 7.48 um2.
- The first global-routing pass estimated 181 mm of wire.
- The floorplan report gives the top-level pin count as 75.
- Setup repair after global routing left no endpoint under its margin.
- The TritonCTS clock tree is built, for reference.
- Row generation in the floorplan step produced 110 rows.
- The pin closest to its max-slew limit shows a slew of 835 ps.
- The max-cap check violation count is 0, for reference.
- Counting pins that exceed their max-slew limit in the final report gives 0.
- The synthesized netlist was found by Yosys to have 4876 cells.
- The starting density of the core is 40.4%, for reference.
- The critical setup path kind is reg2reg, for reference.
- Looking at the hold checks, the worst path lands on registroOut.segD_out[4].
- The fraction of synthesized cell area taken by the top area cell type is 24.3%, for reference.
- The synthesis report lists the most area-consuming cells as ha_1, xnor2_1, fa_1.
- As logged by OpenROAD, the buffers inserted on ports number 65.
- The worst endpoint required time is 112020 ps, for reference.
- The setup TNS is 0 ps, for reference.
- The relative area change from synthesis to final layout is 7.45%, for reference.
- The predominant post-synthesis flop cell is dfrtp_1, for reference.
- The synthesized netlist handed to floorplanning was reported with a cell count of 4876.
- The clock root buffer is clkbuf_16, for reference.
- The final timing report counts setup violations totalling 0.
- The most area-hungry cell type in the Yosys netlist is ha_1, for reference.
- The aggregate routed wire length is 116 mm, for reference.
- The total half-perimeter wirelength after legalization and detailed placement is 90.4 mm, for reference.
- Per STA, the highest per-stage delay on the worst path measures 710 ps.
- Entering global routing, the biggest net connects 48 pins.
- Recorded from the global router log, the overflow total was 0.
- The final clock skew is 23.1 ps, for reference.
- The routed design could run at a clock period as short as 54670 ps.
- The endpoint of the lowest-slack register-to-register path is registroOut.segA_out[0], for reference.
- The via-per-instance ratio is 5.60, for reference.
- The detailed router placed 34.2k vias in this run.
- The area recorded from the Yosys report for this design is 0.0365 mm2.
- The class of the most critical hold timing path is reg2reg, for reference.
- STA classifies the critical path endpoint as a register.
- The H-tree was split into 3 levels.
- The count of final hold-check violations is 0, for reference.
- The die is 304 um tall.
- Per the CTS log, the buffer count on the longest clock path is 2.
- The critical path arrival is 54990 ps, for reference.
- Per the synth stats, the proportion of register bits with asynchronous set or reset is 100%.
- The worst slack on hold paths is 855 ps, for reference.
- The via count of the first global-routing pass was 32.2k.
- Looking at hold timing, the worst path starts from registroIn.btn_change_m[1].
- The clock slew at the register clock pins of the worst setup and hold paths is 80 ps, for reference.
- The number of hold buffers added after CTS was 0.
- Among all stages on the critical path, the largest delay is contributed by nor4_2.
- The number of buffers added for setup after CTS is 0, for reference.
- The chip width is 304 um, for reference.
- The number of cells on the worst reg-to-reg path is 268, for reference.
- The average wire per cell in the routed design is 19.1 um, for reference.
- The maximum net fanout on the critical path is 28, for reference.
- The post-layout period usage of the worst path is 48.9%, for reference.
- The cell type with the highest occurrence count on the critical path is o21ai_0, for reference.
- Per the post-route antenna check, the number of violating nets is 0.
- The first detailed-routing pass took 5 iterations.
- The worst hold path cell count is 2, for reference.
[critical path: cells and delay by family (launching register included)]
family / cells / cell delay, ps
buffers and inverters: 16 / 3560
and+or+nand+nor: 72 / 10020
xor gates and xnor gates: 41 / 9700
muxes: 1 / 240
AOI/OAI and AO/OA: 119 / 24830
DFF: 1 / 700
adders and majority gates: 19 / 5390
[per-layer routing]
layer  global-route usage, %  part of all wire, %  up-vias
met5                       0                0.015        -
met4                    6.47                  3.1        2
met1                    36.1                   46    15600
met3                    5.49                  7.5      179
met2                    39.6                   43      940
li1                        -                    -    17400
[registers in the layout, summed over array words and instances, names as in the netlist]
| register | cells |
|---|---|
| registroIn.Y_m | 16 |
| registroIn.Z_m | 16 |
| registroOut.aritm_out_out | 7 |
| registroOut.segA_out | 7 |
| registroOut.segB_out | 7 |
| registroOut.segD_out | 6 |
| registroIn.btn_change_m | 2 |
| registroIn.mode_m | 2 |
[final cells by class]
cell class	instances	area, um2	area share [%]
Tap cell	1176	1470	3.76
Multi-Input combinational cell	4261	32800	83.7
Clock inverter	7	125	0.319
Sequential cell	63	1590	4.06
Timing Repair Buffer	164	1390	3.56
Antenna cell	1	2.50	0.00639
Clock buffer	9	225	0.575
Inverter	416	1570	4.00
[how the worst max path moves through the flow]
stage | end | slack [ps]
final | registroOut.segA_out[0] | 57030
after global routing | registroOut.segA_out[0] | 51070
after CTS | registroOut.segA_out[0] | 57180
[cells in the mapped netlist (25+ instances only)]
cell type  number
a211oi_1       25
a21boi_0       38
a21o_1        116
a21oi_1       426
a31oi_1        43
and3_1         29
clkbuf_1      106
dfrtp_1        63
fa_1          126
ha_1          708
inv_1         407
mux2_2        105
mux2i_1        29
nand2_1       414
nand2b_1       58
nand3_1        66
nor2_1        428
nor2b_1        74
nor3_1        138
nor4_1         35
o21a_1        134
o21ai_0       299
o21bai_1       76
o31ai_1        52
or3_1          36
xnor2_1       342
xor2_1        141
[logic make-up (layout without fill, tap and decap cells)]
kind of cell / count (synthesis) / in the layout / synth area share (%)
fa+ha+maj: 834 / 834 / 31.2
xor+xnor: 487 / 487 / 11.8
mux: 143 / 143 / 4.50
compound gates: 1406 / 1406 / 24.6
other cells: 1 / 10 / 0.0103
flops: 63 / 63 / 4.32
buf+inv: 560 / 596 / 5.97
simple gates: 1382 / 1382 / 17.6
[cell usage in the layout, fill, tap and decap left out, drive strengths merged, types with 66 or more instances in the layout]
| master | synthesis | routed |
|---|---|---|
| a21o | 116 | 116 |
| a21oi | 427 | 427 |
| buf | 38 | 99 |
| fa | 126 | 126 |
| ha | 708 | 708 |
| inv | 412 | 417 |
| mux2 | 108 | 108 |
| nand2 | 414 | 414 |
| nand3 | 66 | 66 |
| nor2 | 428 | 428 |
| nor2b | 74 | 74 |
| nor3 | 140 | 140 |
| o21a | 134 | 134 |
| o21ai | 308 | 308 |
| o21bai | 76 | 76 |
| xnor2 | 345 | 345 |
| xor2 | 142 | 142 |
[through the flow]
| step | instances | area, um2 | utilization, % |
|---|---|---|---|
| floorplan | 4884 | 36500 | - |
| global placement | 6080 | 38800 | 43.1 |
| detailed placement | 6080 | 38800 | 43.1 |
| CTS | 6096 | 39200 | 43.5 |
| global route | 6096 | 39200 | 43.5 |
| finish | 6097 | 39200 | 43.5 |
