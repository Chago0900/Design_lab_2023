## flow/config.mk

```make
export PLATFORM = sky130hd
export DESIGN_NAME = LFSR
export DESIGN_NICKNAME = LFSR
export VERILOG_FILES = /design/flow/design.v
export SDC_FILE = /design/flow/constraint.sdc
export NUM_CORES = 4
export LEC_CHECK = 1
export CORE_AREA = 10 10 80 80
export DIE_AREA = 0 0 90 90
```

## flow/constraint.sdc

```tcl
current_design LFSR

set clk_period 1.0
set clk_io_pct 0.2

create_clock -name clk0 -period $clk_period [get_ports {clk}]

set non_clock_inputs [all_inputs -no_clocks]
set_input_delay [expr $clk_period * $clk_io_pct] -clock clk0 $non_clock_inputs
set_output_delay [expr $clk_period * $clk_io_pct] -clock clk0 [all_outputs]
```

## flow/design.v

```verilog
module LFSR (
   input clk,
   input rst,
   output logic [15:0] random_value
);
   logic [15:0] lfsr = 16'b1101101001001001;  
   always_ff @(posedge clk or posedge rst) begin
      if (rst) begin
         lfsr <= 16'b1101101001001001;  
      end else begin
         lfsr <= {lfsr[14:0], lfsr[15] ^ lfsr[13]};  
      end
   end
   always_ff @(posedge clk) begin
      random_value <= lfsr;
   end
endmodule
```

## flow/run.sh

```bash
#!/bin/bash
# OpenROAD 26Q1-2900-gdf79404cd8, Yosys 0.63+post, stock flow scripts
make -C /OpenROAD-flow-scripts/flow DESIGN_CONFIG=/design/flow/config.mk WORK_HOME=/design/flow/orfs finish
```

==> impl_metrics.json <==
{
  "status": "completed",
  "overflow": 0,
  "setup.worst_path.start_class": "register",
  "leakage_nw": 0.469,
  "power_density_nw_per_um2": 2000,
  "grt_max_degree": 17,
  "fmax_mhz": 1040,
  "tritoncts": "yes",
  "drt-met1-wl_um": 445,
  "placed_area_um2": 1020,
  "r2r_cells": 1,
  "drc": 0,
  "synth_top_area_share_pct": 43.1,
  "crit_chain": "clkdlybuf4s15_1",
  "viasPerCell": 2.55,
  "drv_cap": 0,
  "rows": 25,
  "end_kind": "output pin",
  "setup_viol": 0,
  "firstDrtPassIters": 2,
  "pre_cts_ws_ps": 15.5,
  "io_buffers": 17,
  "drv_slew": 0,
  "setup_slack_ps": 39.0,
  "cts_buffers": 5,
  "ys_warn_count": 1,
  "skew_ps": 4.45,
  "vias": 324,
  "grt_use_total_pct": 3.09,
  "warnings": 25,
  "crit-reg2reg-capture": "lfsr[0]",
  "crit_fanout": 1,
  "min_period_ps": 961,
  "wl_per_cell_um": 9.43,
  "hold_viol": 0,
  "cts_sinks": 32,
  "crit_required_ps": 800,
  "ys_ff": 32,
  "syn_area_per_cell_um2": 21.9,
  "clkTransAtPathRegs_ps": 60,
  "wl_um": 1200,
  "antennaDiodeCount": 0,
  "slew_headroom_pct": 90.4,
  "insertion_delay_ps": 270,
  "arrival_ps": 760,
  "yosysTopAreaCell": "dfxtp_1",
  "met2_wirelength_um": 567,
  "grt_pass1_vias": 376,
  "core_area_um2": 4720,
  "topCellsByArea": "dfxtp_1 (43%), dfstp_2 (28%), dfrtp_1 (27%)",
  "period_used_pct": 96.1,
  "worstReg2RegStart": "lfsr[15]",
  "yosysSeqAreaShare_pct": 98.3,
  "h-tree-depth": 2,
  "cts_hold_buf": 0,
  "antenna_left": 0,
  "drive_gt1_share_pct": 31.7,
  "cts_root_buf": "clkbuf_8",
  "wl_met3_um": 184,
  "grt_pass1_wl_um": 1960,
  "cp_slowest_stage_delay_ps": 310,
  "clock_path_buffers": 2,
  "ys_cells": 34,
  "vdd_drop_max_mv": 0.563,
  "fill_cells": 481,
  "floorplan.core_util_pct": 15.7,
  "rrSetupSlack_ps": 230,
  "dieHeight_um": 90,
  "worst-path-buf-inv": 1,
  "ys_types": 5,
  "syn_area_um2": 743,
  "top_layer": "met3",
  "antenna_found_initial": 0,
  "syn_to_final_growth_pct": 48.5,
  "ys_area_um2": 743,
  "drt_iter0_markers": 6,
  "crit_family": "flip-flops",
  "hp-class": "in2async",
  "chipArea_um2": 8100,
  "netlist_instances": 34,
  "crit_type": "reg2out",
  "slowest_stage": "dfxtp_1",
  "tightest_slew_ps": 143,
  "die_width_um": 90,
  "routabilityCongestion": 0.749,
  "num_io_pins": 18,
  "finalInstanceArea_um2": 1100
}
-- area by class of cell --
class,instances,area [um^2],area share [%]
flip-flops and latches,32,736,66.7
repair buffers,18,190,17.2
well taps,67,83.8,7.60
clock buffers,7,76.3,6.92
multi-input cells,1,8.76,0.794
clock inverters,1,5.00,0.454
inverters,1,3.75,0.340
-- registers in the layout (all words and copies together) (netlist names) --
register and count:
lfsr 16, random_value 16
-- power by group --
group	switching [mW]	leakage (nW)	total, mW	internal, mW
clock network	0.405	0.0422	0.892	0.486
logic	0.0140	0.101	0.0255	0.0116
registers	0	0.325	1.29	1.29
-- placed cells by master, fill, tap and decap left out, types with 2 or more instances in the layout --
master / Yosys / final
clkbuf_8: 0 / 5
clkbuf_1: 0 / 2
clkdlybuf4s15_1: 0 / 16
dfrtp_1: 8 / 8
dfxtp_2: 0 / 4
dfxtp_1: 16 / 12
dfstp_2: 8 / 8
-- layer usage --
metal | GRT usage (%) | vias to the layer above
met5 | 0 | -
met4 | 0.796 | 0
met3 | 2.85 | 0
met2 | 4.60 | 13
met1 | 3.08 | 158
li1 | - | 153
-- cells by family (layout without fill, tap and decap cells) --
group | count (synthesis) | count (layout) | share of synthesized area (%)
buffers and inverters | 1 | 27 | 0.505
flip-flops | 32 | 32 | 98.3
XOR/XNOR | 1 | 1 | 1.18
-- per-stage QoR --
stage / setup TNS [ps] / power, mW / util (%) / instances / hold slack (ps)
floorplan: 0 / 1.32 / - / 34 / 108
global placement: 0 / 1.34 / 21.5 / 119 / 347
detailed placement: 0 / 1.34 / 21.5 / 119 / 354
CTS: 0 / 2.23 / 23.3 / 127 / 230
global route: -11.8 / 2.29 / 23.4 / 127 / 274
finish: 0 / 2.20 / 23.4 / 127 / 229
-- how the worst max path moves through the flow --
stage                     from          endpoint  slack, ps  cells after the start
global route  random_value[13]  random_value[13]        -10                      1
CTS           random_value[15]  random_value[15]          1                      1
finish         random_value[2]   random_value[2]         40                      1
-- cell usage after synthesis, drive strengths merged --
cell type	n
dfstp	8
dfrtp	8
dfxtp	16
inv	1
xor2	1
-- repair_timing --
action,CTS,global route
pin swaps,0,0
gates resized,32,4
cloned,0,0
endpoints found under the setup margin,16,3
setup buffers,0,0
Power is estimated from default activity; no workload was simulated.
